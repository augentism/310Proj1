[run.sh]
#!/bin/bash
# OpenROAD 26Q1-2900-gdf79404cd8, Yosys 0.63+post, stock flow scripts
make -C /OpenROAD-flow-scripts/flow DESIGN_CONFIG=/design/flow/config.mk WORK_HOME=/design/flow/orfs finish
[config.mk]
export PLATFORM = sky130hd
export DESIGN_NAME = muxor16
export DESIGN_NICKNAME = muxor16
export VERILOG_FILES = /design/flow/design.v
export SDC_FILE = /design/flow/constraint.sdc
export NUM_CORES = 4
export LEC_CHECK = 1
export CORE_AREA = 10 10 70 70
export DIE_AREA = 0 0 80 80
[constraint.sdc]
current_design muxor16

set clk_period 1.0
set clk_io_pct 0.2

create_clock -name clk0 -period $clk_period

set non_clock_inputs [all_inputs -no_clocks]
set_input_delay [expr $clk_period * $clk_io_pct] -clock clk0 $non_clock_inputs
set_output_delay [expr $clk_period * $clk_io_pct] -clock clk0 [all_outputs]
[design.v]
module alu(A, B, opALU, Rout);
  input [15:0] A, B;
  input [1:0] opALU;
  output reg [15:0] Rout;
  wire dummy;
  wire [15:0] addOut;
  wire [15:0] xorOut;
  wire [15:0] multOut;
  my16bitaddsub_gate subby_boi(addOut, dummy, A, B, opALU[1]);
  muxxor16 muxy_boi(xorOut, A, B);
  multiply multy_boi(multOut[15:0], A[7:0], B[7:0]);
  always @ (*) begin
	if(opALU != 2) Rout = (opALU[0]) ? addOut : xorOut;
	else Rout = multOut;
  end
endmodule
module my1bitmux(output out,  
                 input i0, i1, sel);
  wire n_sel, x1, x2;  
  or (out, x1, x2);  
  and (x1, i0, n_sel);  
  and (x2, i1, sel);  
  not (n_sel, sel);  
endmodule
module muxand(output y, input a, input b);
  supply0 gnd;
  supply1 pwr;
  my1bitmux mux1(y,gnd,a,b);
endmodule
module muxxor(output y, input a, input b);
  supply0 gnd;
  supply1 pwr;
  wire between;
  my1bitmux mux2(between,pwr,gnd,b);
  my1bitmux mux3(y,b,between,a);
endmodule
module muxor(output y, input a, input b);
  supply0 gnd;
  supply1 pwr;
  my1bitmux mux4(y,b,pwr,a);
endmodule
module muxxor16(output[15:0] y, input[15:0] a, input[15:0] b);
  supply0 gnd;
  supply1 pwr;
  muxxor mux1(y[0], a[0], b[0]);
  muxxor mux2(y[1], a[1], b[1]);
  muxxor mux3(y[2], a[2], b[2]);
  muxxor mux4(y[3], a[3], b[3]);
  muxxor mux5(y[4], a[4], b[4]);
  muxxor mux6(y[5], a[5], b[5]);
  muxxor mux7(y[6], a[6], b[6]);
  muxxor mux8(y[7], a[7], b[7]);
  muxxor mux9(y[8], a[8], b[8]);
  muxxor mux10(y[9], a[9], b[9]);
  muxxor mux11(y[10], a[10], b[10]);
  muxxor mux12(y[11], a[11], b[11]);
  muxxor mux13(y[12], a[12], b[12]);
  muxxor mux14(y[13], a[13], b[13]);
  muxxor mux15(y[14], a[14], b[14]);
  muxxor mux16(y[15], a[15], b[15]);
endmodule
module muxor16(output[15:0] y, input[15:0] a, input[15:0] b);
  supply0 gnd;
  supply1 pwr;
  muxor mux1(y[0], a[0], b[0]);
  muxor mux2(y[1], a[1], b[1]);
  muxor mux3(y[2], a[2], b[2]);
  muxor mux4(y[3], a[3], b[3]);
  muxor mux5(y[4], a[4], b[4]);
  muxor mux6(y[5], a[5], b[5]);
  muxor mux7(y[6], a[6], b[6]);
  muxor mux8(y[7], a[7], b[7]);
  muxor mux9(y[8], a[8], b[8]);
  muxor mux10(y[9], a[9], b[9]);
  muxor mux11(y[10], a[10], b[10]);
  muxor mux12(y[11], a[11], b[11]);
  muxor mux13(y[12], a[12], b[12]);
  muxor mux14(y[13], a[13], b[13]);
  muxor mux15(y[14], a[14], b[14]);
  muxor mux16(y[15], a[15], b[15]);
endmodule
module muxnot(output y, input a);
  supply0 gnd;
  supply1 pwr;
  my1bitmux mux5(y,pwr,gnd,a);
endmodule
module my1bithalfadder(output sum, carry, input A, B);
  muxxor o1(sum,A,B);
  muxand a1(carry,A,B);
endmodule
module my1bitfulladder(output Cout, S, input A,B,Cin);
  wire x1,x2,x3;
  my1bithalfadder m0(x2,x1,A,B);
  my1bithalfadder m1(S,x3,x2,Cin);
  muxor O1(Cout,x1,x3);
endmodule
module my8bitfulladder(output [7:0] S, output Cout, input [7:0] A, B, input Cin);
  wire [6:0] c;
  my1bitfulladder a0(c[0], S[0], A[0],B[0],Cin);
  my1bitfulladder a1(c[1], S[1], A[1],B[1],c[0]);
  my1bitfulladder a2(c[2], S[2], A[2],B[2],c[1]);
  my1bitfulladder a3(c[3], S[3], A[3],B[3],c[2]);
  my1bitfulladder a4(c[4], S[4], A[4],B[4],c[3]);
  my1bitfulladder a5(c[5], S[5], A[5],B[5],c[4]);
  my1bitfulladder a6(c[6], S[6], A[6],B[6],c[5]);
  my1bitfulladder a7(Cout, S[7], A[7],B[7],c[6]);
endmodule
module my16bitfulladder(output [15:0] S, output Cout, input [15:0] A, B, input Cin);
  wire c;
  my8bitfulladder a1(S[7:0], c, A[7:0],B[7:0],Cin);
  my8bitfulladder a2( S[15:8],Cout, A[15:8],B[15:8],c);
endmodule
module my8bitmux(output [7:0] Out, input [7:0] A, B, input sel);
 my1bitmux m7 (Out[7], A[7], B[7], sel);
 my1bitmux m6 (Out[6], A[6], B[6], sel);
 my1bitmux m5 (Out[5], A[5], B[5], sel);
 my1bitmux m4 (Out[4], A[4], B[4], sel);
 my1bitmux m3 (Out[3], A[3], B[3], sel);
 my1bitmux m2 (Out[2], A[2], B[2], sel);
 my1bitmux m1 (Out[1], A[1], B[1], sel);
 my1bitmux m0 (Out[0], A[0], B[0], sel);
endmodule
module my16bitmux(output [15:0] Out, input [15:0] A, B, input sel);
 my8bitmux m100 (Out[15:8], A[15:8], B[15:8], sel);
 my8bitmux m000 (Out[7:0], A[7:0], B[7:0], sel);
endmodule
module my8bitaddsub_gate(output [7:0] O, output Cout, input [7:0] A, B, input S);  
  supply0 gnd;
  wire [7:0] b_n,b_carry;
  muxnot n0(b_n[0], B[0]);
  muxnot n1(b_n[1], B[1]);
  muxnot n2(b_n[2], B[2]);
  muxnot n3(b_n[3], B[3]);
  muxnot n4(b_n[4], B[4]);
  muxnot n5(b_n[5], B[5]);
  muxnot n6(b_n[6], B[6]);
  muxnot n7(b_n[7], B[7]);
  my8bitmux m0(b_carry,B,b_n,S);
  my8bitfulladder fa0(O,Cout,A,b_carry,S);
endmodule
module my16bitaddsub_gate(output [15:0] O, output Cout, input [15:0] A, B, input S);  
  supply0 gnd;
  wire [15:0] b_n;
  wire [15:0] b_carry;
  muxnot n0(b_n[0], B[0]);
  muxnot n1(b_n[1], B[1]);
  muxnot n2(b_n[2], B[2]);
  muxnot n3(b_n[3], B[3]);
  muxnot n4(b_n[4], B[4]);
  muxnot n5(b_n[5], B[5]);
  muxnot n6(b_n[6], B[6]);
  muxnot n7(b_n[7], B[7]);
  muxnot n8(b_n[8], B[8]);
  muxnot n9(b_n[9], B[9]);
  muxnot nA(b_n[10], B[10]);
  muxnot nB(b_n[11], B[11]);
  muxnot nC(b_n[12], B[12]);
  muxnot nD(b_n[13], B[13]);
  muxnot nE(b_n[14], B[14]);
  muxnot nF(b_n[15], B[15]);
  my16bitmux m0(b_carry,B,b_n,S);
  my16bitfulladder fa0(O,Cout,A,b_carry,S);
endmodule
module multiply(output reg [15:0] s, input [7:0] y, input[7:0] x);
reg [7:0] p0, p1, p2, p3, p4, p5, p6, p7;
always @(*) begin
    p0 = x[0] ? y : 8'd0; 
    p1 = (x[1] ? y : 8'd0);
    p2 = (x[2] ? y : 8'd0);
    p3 = (x[3] ? y : 8'd0);
    p4 = (x[4] ? y : 8'd0);
    p5 = (x[5] ? y : 8'd0);
    p6 = (x[6] ? y : 8'd0);
    p7 = (x[7] ? y : 8'd0);
    s = p0 
        + (p1 << 3'd1) 
        + (p2 << 3'd2) 
        + (p3 << 3'd3)
        + (p4 << 3'd4)
        + (p5 << 3'd5)
        + (p6 << 3'd6)
        + (p7 << 3'd7);
end
endmodule
==> Table 3: Implementation characteristics <==
Characteristics after synthesis and place and route

Parameter                              Value

Setup path
  Arrival time worst endpoint    0.76 ns
  Largest fanout on the critical path    1
  Crit end category    primary output
  Required time at the endpoint of the critical path    0.80 ns
  Startpoint type of the worst setup path    primary input
  Crit path kind    primary input to primary output

Power and ir drop
  Switching part of the total power    0.196
  Cell Pwr Density    234 nW/µm²
  Static leakage    0.248 nW
  Fraction of power consumed by combinational cells    1.000
  Peak supply drop    40.4 µV
  Internal Pwr Total    0.0977 mW
  Flop pwr share    0
  Net Switching    0.0238 mW
  Fraction of power consumed by the clock network    0

Global route
  Total Routing Usage GR    0.0268
  Total congestion overflow    0
  Maximum number of pins on one net before global-route repair    2
  Antenna violations before repair    0
  First-pass GRT wire length    1390 µm
  Vias in the first global route    280

Final layout
  Combined flip-flop and latch cell area    0 µm²
  Post-route non-filler standard cell count    about 110
  Final sequential cell count    0
  Logic area    roughly 100 µm²
  FILL cells    424
  Utilization after layout    0.152
  Count of clock buffers in the final design    0
  Share of final-layout standard cells stronger than drive strength 1    0.250
  Area growth from synthesis to layout    135%

Synth
  Cell area after technology mapping    between 200 and 250 µm²
  Register area share after synthesis    0
  Number of standard cells reported by yosys    32
  Yosys stat chip area    220 µm²
  Synth cell types    2
  Mean cell area of the mapped netlist    6.88 µm²
  Gate Count Post-Synth    32
  Count of yosys warnings during synthesis    0

Timing
  Final Setup Violations    0
  Total count of max-transition violations in the final report    0
  Crit share post-route    0.962
  Relative slew slack    0.969
  Post-layout worst setup margin    0.0382 ns
  Fin Setup TNS    0 ns
  Transition time at the pin with the least slew margin    ~0.046 ns
  Final-report hold violation count    0
  Setup repair after global routing missed its margin    no
  Highest clock rate    1040 MHz
  Clock period minus worst slack    0.962 ns

Place
  Pre-CTS setup slack    -0.460 ns
  Port buffer count    about 48
  Sum of net half-perimeters after detailed placement    1040 µm
  Final weighted congestion in routability-driven placement    0.664
  Count of placed standard cells including taps    110

Route
  Drc violations    0
  Number of detailed-routing iterations run before antenna repair    2
  Total wire length after detailed routing    1070 µm
  DR vias    around 270
  Diode count    0
  Routed vias/inst    around 2.5
  Iteration-0 DRC Markers    1
  Per-cell routed wire length    around 9.7 µm
  Remaining number of nets flagged by the antenna check after routing    0

Clock network
  CTS hold repair buffers    0
  Setup Fix Bufs, Post-CTS    0
  Number of instances resized during post-cts repair    slightly above 80

Floorplanning
  Core utilization before placement    0.0645
  Die area    6400 µm²
  Die boundary height    80 µm
  Core Rows    21
  Core Area    between 3000 and 4000 µm²
  Die Span X    80 µm
  Number of ports placed on the die boundary    roughly 48

Job
  Number of warnings in the stage logs    32
  Max-cap violation count    0

Min path
  Number of cells traversed by the worst hold path    3
  Hold path endpoint    y[4]
  Hold path start    a[4]
  Hold crit path type    primary input to primary output

Status
  Run status    finished clean
==> routing by layer <==
| metal | up-vias | part of all wire | track usage |
|---|---|---|---|
| met5 | - | 0 | 0 |
| met3 | 0 | 0.16 | 0.0159 |
| li1 | 144 | - | - |
| met4 | 0 | 0 | 0 |
| met1 | 104 | 0.39 | 0.0290 |
| met2 | 25 | 0.45 | 0.0465 |
==> cell usage in the layout, fill, tap and decap left out <==
master / synthesis / layout
dlygate4sd2_1: 0 / 32
buf_2: 0 / 16
or2_1: 16 / 16
==> power by group through the flow <==
stage         clock network [mW]  logic, mW  registers, mW
CTS                            0      0.126              0
global route                   0      0.136              0
finish                         0      0.121              0
==> stage by stage <==
step	power (mW)	area [µm²]	hold slack, ns
3_3_place_gp	0.201	638	1.39
2_1_floorplan	0.0589	220	0.549
5_1_grt	0.136	518	0.754
3_5_place_dp	0.202	638	1.38
4_1_cts	0.126	518	0.747
6_report	0.121	518	0.741
==> critical path, cell delays in order <==
cell and delay (ns):
dlygate4sd2_1 0.23, or2_1 0.21, buf_2 0.12
==> area by class of cell <==
cell class | count | area share
well taps | 46 | 0.111
multi-input cells | 16 | 0.193
repair buffers | 48 | 0.696
==> cell families after synthesis <==
logic type | Yosys count | share of synthesized area
buffers and inverters | 16 | 0.545
and+or+nand+nor | 16 | 0.455
==> cell usage after synthesis <==
cell type   n  area, µm²
buf_4      16        120
or2_1      16        100
==> worst max path at each step <==
stage | startpoint | to | slack, ns
CTS | b[13] | y[13] | 0.03
global route | b[13] | y[13] | 0.006
finish | b[13] | y[13] | 0.04
No activity file was given, so power comes from the tool's default toggle rates.
